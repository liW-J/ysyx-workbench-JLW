==> flow/config.mk <==
export PLATFORM = sky130hd
export DESIGN_NAME = num2bcd
export DESIGN_NICKNAME = num2bcd
export VERILOG_FILES = /design/flow/design.v
export SDC_FILE = /design/flow/constraint.sdc
export NUM_CORES = 4
export LEC_CHECK = 1
export CORE_UTILIZATION = 30
==> flow/constraint.sdc <==
current_design num2bcd

set clk_period 9.8
set clk_io_pct 0.2

create_clock -name clk0 -period $clk_period

set non_clock_inputs [all_inputs -no_clocks]
set_input_delay [expr $clk_period * $clk_io_pct] -clock clk0 $non_clock_inputs
set_output_delay [expr $clk_period * $clk_io_pct] -clock clk0 [all_outputs]
==> flow/design.v <==
module num2bcd (
    input  wire [19:0]  i_b,
    output wire [11:0] o_bcd
);
    wire [19:0] reg0;
    wire [19:0] reg1;
    wire [19:0] reg2;
    wire [19:0] reg3;
    wire [19:0] reg4;
    wire [19:0] reg5;
    wire [19:0] reg6;
    wire [19:0] reg7;
    wire [19:0] reg8;
    assign reg0 = i_b;
    bcd_shift bcd_shift_inst0(
        .i_num(reg0),
        .o_num(reg1));
    bcd_shift bcd_shift1(
        .i_num(reg1),
        .o_num(reg2));
    bcd_shift bcd_shift2(
        .i_num(reg2),
        .o_num(reg3));
    bcd_shift bcd_shift3(
        .i_num(reg3),
        .o_num(reg4));
    bcd_shift bcd_shift4(
        .i_num(reg4),
        .o_num(reg5));
    bcd_shift bcd_shift5(
        .i_num(reg5),
        .o_num(reg6));
    bcd_shift bcd_shift6(
        .i_num(reg6),
        .o_num(reg7));
    bcd_shift bcd_shift7(
        .i_num(reg7),
        .o_num(reg8));
    assign o_bcd = { reg8[19:8] };
endmodule
module bcd_shift(
    input  wire [19:0] i_num,
    output wire [19:0] o_num
);
    wire [3:0] reg1;
    wire [3:0] reg2;
    wire [3:0] reg3;
    bcd_cmp bcd_cmp0(
        .i_num(i_num[19:16]),
        .o_num(reg1));
    bcd_cmp bcd_cmp1(
        .i_num(i_num[15:12]),
        .o_num(reg2));
    bcd_cmp bcd_cmp2(
        .i_num(i_num[11:8]),
        .o_num(reg3));
    assign o_num = { reg1[2:0], reg2, reg3, i_num[7:0], 1'b0 };
endmodule
module bcd_cmp(
    input  wire [3:0] i_num,
    output reg  [3:0] o_num
);
    always @(*) begin
        if (i_num > 4) begin
            o_num = i_num + 3;
        end
        else begin
            o_num = i_num;
        end
    end
endmodule
==> flow/run.sh <==
#!/bin/bash
# OpenROAD 26Q1-2900-gdf79404cd8, Yosys 0.63+post, stock flow scripts
make -C /OpenROAD-flow-scripts/flow DESIGN_CONFIG=/design/flow/config.mk WORK_HOME=/design/flow/orfs finish
==> metrics.log <==
[report] implementation figures
INFO  metric run_status = completed
INFO  metric diodes = 0
INFO  metric grt_usage = 0.1592
INFO  metric syn_area = 0.003369 mm2
INFO  metric yosys-stat-cells = 528
INFO  metric holdPathEnd = o_bcd[0]
INFO  metric worst_hold_path.num_cells = 0
INFO  metric yosysWarningCount = 1
INFO  metric drc_errors = 0
INFO  metric route.detailed.vias_per_inst = 5.843
INFO  metric clock.fmax = 105.4 MHz
INFO  metric largest_fanout_on_the_critical_path = 8
INFO  metric netlist-cell-type-count = approximately 87
INFO  metric critical_path_required = 7.84 ns
INFO  metric drt-pass1-iter-count = 4
INFO  metric source_of_the_worst_hold_timing_path = i_b[0]
INFO  metric power_frac_seq = 0
INFO  metric num_io_pins = 32
INFO  metric vdd_ir_drop_max = 0.1458 mV
INFO  metric rows = 38
INFO  metric floorplan.initialDensity = 0.3095
INFO  metric postLayoutSetupSlackWorst = 0.3090 ns
INFO  metric ys_top_cells_by_count = 52 x sky130_fd_sc_hd__nor2_1, 47 x sky130_fd_sc_hd__nand2_1, 40 x sky130_fd_sc_hd__o21ai_0
INFO  metric post-synth-top-area-fraction = 0.05941
INFO  metric cap_violations = 0
INFO  metric pwr-share-clk = 0
INFO  metric timing.critical_path.cells = clkdlybuf4s50_1, inv_2, ha_2, nand2b_4, nand2_4, mux2_4, a2111oi_4, buf_4, a22oi_1, a311o_1, o22a_1, or4b_4, and4_4, mux2_4, nor2_1, nand2_1, a21oi_1, a21oi_1, ha_2, nor3_2, a41oi_1, a21oi_1, a221o_1, clkdlybuf4s50_1
INFO  metric critical-path-max-stage-delay = 0.55 ns
INFO  metric top_cell = sky130_fd_sc_hd__nor2_1
INFO  metric timing.critical_path.arrival = 7.53 ns
INFO  metric antenna_left = 0
INFO  metric dpl_cell_area = 0.004010 mm2
INFO  metric intPower = 0.5014 mW
INFO  metric yosys_area = 0.003369 mm2
INFO  metric ys_top_cells_by_area = sky130_fd_sc_hd__o21ai_0 5.9%, sky130_fd_sc_hd__nor2_1 5.8%, sky130_fd_sc_hd__nand2_1 5.2%
INFO  metric post_synth.cell_area_avg = 6.382 um2
INFO  metric cp-start-kind = input port
INFO  metric syn_inst = 528
INFO  metric power_frac_comb = 1.000
INFO  metric switching_share = 0.4741
INFO  metric layout.cells.non_filler = 709
INFO  metric global_route.overflow_total = 0
INFO  metric synth_sequential_area_ratio = 0
INFO  metric post-dp-hpwl = 6835 um
INFO  metric final_min_period_over_clock_period = 0.9685
INFO  metric drtIter0Drc = 338
INFO  metric grt_first_pass_wirelength = around 16,000 um
INFO  metric design_area = about 0.0042 mm2
INFO  metric finalHoldViolations = 0
INFO  metric seq_area = 0 um2
INFO  metric finalPower = 0.9535 mW
INFO  metric detailedPlace.worstSlack = -0.08174 ns
INFO  metric layout-area-overhead-vs-synth = 24.62%
INFO  metric finalWorstPathRequiredPeriod = 9.491 ns
INFO  metric numPortBuffers = 30
INFO  metric timing.slew.headroom = 0.5859
INFO  metric antenna_found_initial = 0
INFO  metric dieWidth = 108.0 um
INFO  metric min-delay-path-class = in2out
INFO  metric dieArea = between 0.01 and 0.015 mm2
INFO  metric worstSetupStartpoint = i_b[8]
INFO  metric timing.critical_path.slowest_stage_cell = sky130_fd_sc_hd__or4b_4
INFO  metric share_of_layout_cells_above_drive_strength_1 = 0.2109
INFO  metric drt-wirelength-per-cell = ~13 um
INFO  metric worst_pin_slew = 0.6170 ns
INFO  metric crit_path_frequent_cell = sky130_fd_sc_hd__a21oi_1
INFO  metric die_height = 108.0 um
INFO  metric largest_net_degree_at_the_start_of_global_routing = 19
INFO  metric log.warning_count = 34
INFO  metric cts-hold-fix-buffers = 0
INFO  metric crit_path_capture_type = output pin
INFO  metric tns = 0 ns
INFO  metric post-place-cells = 704
INFO  metric first_global_vias = between 3,000 and 4,000
INFO  metric finalSetupViolations = 0
INFO  metric power.density_cell_area = 227.1 mW/mm2
INFO  metric synth.largest_area_cell = sky130_fd_sc_hd__o21ai_0
INFO  metric fin_hold_ws = 3.920 ns
INFO  metric drv_slew = 0
INFO  metric place_congestion = 0.9131
INFO  metric fp.coreArea = 0.01089 mm2
INFO  metric final.clkbuf_count = 0
INFO  metric p_switching = 0.4521 mW
INFO  metric p_leak = 1.599 nW
INFO  metric post_layout_util = 0.3857
INFO  metric design.seq.count = 0
INFO  metric setup.worst_path.class = in2out
INFO  metric route.final.wire_length = 9186 um
INFO  metric dr_total_vias = 4,143
[per-layer routing]
metal	track usage	up-vias	part of all wire
met1	0.2380	1927	0.49
met5	0	-	0
met3	0.004908	8	0.043
met2	0.2648	104	0.46
li1	-	2104	-
met4	0.01174	0	0.0069
[cells by family after synthesis]
family,share of synthesized area
AND/OR/NAND/NOR,0.3130
XOR/XNOR,0.05607
buffers and inverters,0.07798
multiplexers,0.07761
adder cells (fa/ha/maj),0.04790
AND-OR/OR-AND,0.4274
[power groups by stage]
stage	combinational [mW]	sequential, mW	clock (mW)
finish	0.954	0	0
global route	1.07	0	0
CTS	0.903	0	0
[cell usage in the layout, fill, tap and decap left out, types with 11 or more instances in the layout]
cell type / Yosys / routed
sky130_fd_sc_hd__nor2_1: 52 / 50
sky130_fd_sc_hd__buf_4: 2 / 50
sky130_fd_sc_hd__nand2_1: 47 / 44
sky130_fd_sc_hd__o21ai_0: 40 / 36
sky130_fd_sc_hd__a21oi_1: 32 / 30
sky130_fd_sc_hd__clkdlybuf4s50_1: 0 / 28
sky130_fd_sc_hd__nand3_1: 20 / 20
sky130_fd_sc_hd__nor3_1: 23 / 19
sky130_fd_sc_hd__inv_1: 19 / 18
sky130_fd_sc_hd__xnor2_1: 15 / 13
sky130_fd_sc_hd__mux2i_1: 13 / 12
sky130_fd_sc_hd__a211oi_1: 12 / 11
[worst max-delay path by stage]
stage / cells after the start / slack [ns] / to
after CTS: 30 / 0.03 / o_bcd[10]
after global routing: 29 / -0.03 / o_bcd[10]
final: 24 / 0.31 / o_bcd[10]
[area by class of cell]
class / count / area, um2
well taps: 140 / 175.2
repair buffers: 81 / 685.7
multi-input cells: 466 / 3256
fillers: 1086 / 6689
inverters: 22 / 82.58
[worst max-delay path, delay by kind of cell]
| kind | cells | cell delay, ns |
|---|---|---|
| AOI/OAI and AO/OA | 9 | 1.75 |
| and+or+nand+nor | 7 | 1.41 |
| buffers and inverters | 4 | 1.19 |
| muxes | 2 | 0.64 |
| adders and majority gates | 2 | 0.60 |
[repair_timing]
action / CTS / global route
gates resized: 3 / 39
pin swaps: 0 / 11
gates cloned: 0 / 1
setup endpoints to repair: 3 / 3
buffers inserted: 0 / 4
Power is estimated from default activity; no workload was simulated.
