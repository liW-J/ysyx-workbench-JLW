===== ./run.sh =====
#!/bin/bash
# OpenROAD 26Q1-2900-gdf79404cd8, Yosys 0.63+post, stock flow scripts
make -C /OpenROAD-flow-scripts/flow DESIGN_CONFIG=/design/flow/config.mk WORK_HOME=/design/flow/orfs finish

===== ./config.mk =====
export PLATFORM = sky130hd
export DESIGN_NAME = encode83
export DESIGN_NICKNAME = encode83
export VERILOG_FILES = /design/flow/design.v
export SDC_FILE = /design/flow/constraint.sdc
export NUM_CORES = 4
export LEC_CHECK = 1
export CORE_AREA = 10 10 70 70
export DIE_AREA = 0 0 80 80

===== ./constraint.sdc =====
current_design encode83

set clk_period 1.0
set clk_io_pct 0.2

create_clock -name clk0 -period $clk_period

set non_clock_inputs [all_inputs -no_clocks]
set_input_delay [expr $clk_period * $clk_io_pct] -clock clk0 $non_clock_inputs
set_output_delay [expr $clk_period * $clk_io_pct] -clock clk0 [all_outputs]

===== ./design.v =====
module encode83(x,en,y,flag);
  input  [7:0] x;
  input  en;
  output reg [2:0] y;
  output reg flag;
  integer i;
  always @(x or en) begin
    if (en) begin
      y = 0;
      for( i = 0; i <= 7; i = i+1)
          if(x[i] == 1)  begin
            y = i[2:0];
            flag = 1;
            end
    end
    else  begin
        y = 0;flag = 0;end
  end
endmodule

==> results.cfg <==
; generated from flow reports
[status]
outcome = finished, violations left
violated_checks = setup timing

[placement]
placement.setup.worst_slack_ns = -0.775
numPlacedInstances = 75
buffer_ports.inserted = 13
gp_congestion = 0.718
dp.final_hpwl_um = 489

[sta]
finalSetupViolations = 2
unclocked_pins = 1
slew_viol_final = 0
number_of_unconstrained_endpoints = 2
timing.final.crit_period_ns = 1.02
max_clock_freq_mhz = 977
timing.final.crit_share_pct = 102
slew-limit-headroom_pct = 84.8
rsz0062_at_grt = true
finalHoldViolCount = 0
setup_slack_ns = -0.0240
worst_slew_pin_slew_ns = 0.225

[grt]
met1_usage_pct = 2.77
grt_antenna_before_repair = 0
grt_max_degree = 5
globalRoute.busiestLayer = met2
grt_util_all_layers_pct = 2.49
grt_use_met2_pct = 4.57
grt-ovfl-total = 0
grt_first_pass_wirelength_um = 1300
number_of_global_route_vias_before_repair = 266
use_met3_pct = 0.682

[synth]
yosys-top-cells-area = dlxtn_1 (16%), nor4_2 (13%), nor2_1 (12%)
synth-seq-cells = 1
synth_area_um2 = 93.8
top_area_share_pct = 16.0
yosysCellCount = 14
synth-edff-count = 0
synth_cell_types = 11
synth_dominant_cell_count = nor2_1
netlist_top_cells_count = nor2_1 (3), inv_1 (2)
synth-area-yosys_um2 = 93.8
synth-async-reset-ratio_pct = 0
ys_sh_adder_pct = 0
largest_logic_family = simple AND/OR/NAND/NOR gates
syn_inst = 14
xor_area_share_pct = 0
netlist.top_cell.by_area = dlxtn_1
synth.avg_cell_area_um2 = 6.70
synthSimpleGateAreaFrac_pct = 46.7
synth.cellmix.compoundShare_pct = 29.3
postSynth.topFlopCell = dlxtn_1
mux_share_pct = 0
yosys_warnings = 1

[detailed_routing]
drt_pass1_iterations = 1
post_drt_wl_per_cell_um = 10.1
route.detailed.drc = 0
antenna-diode-count = 0
average_via_count_per_standard_cell = 2.71
drt_iter0_drc = 0
final_antenna_net_count = 0
route.vias.total = 260
wl_um = 969

[critical_path]
setup.worst_path.end_class = output port
cp-start-kind = input port
crit_path_start = x[3]
crit_fanout = 2
worst_ep_arrival_time_ns = 0.82
required_ns = 0.80
worstSetupPathType = in -> out

[final_layout]
nFillCells = 391
max_ffs_per_register = 1
ff_latch_area_um2 = 15.0
stdcell_count = 96
logic_area_um2 = 103
area.growth.synth_to_final_pct = 383
share_of_layout_cells_above_drive_strength_1_pct = 82.0

[pwr]
power.leakage_uw = 0.000221
vdd_drop_max_mv = 0.0547
cellPowerDensity_nw_per_um2 = 336

[worst_hold_path]
hold_path.startpoint = x[6]
hold-path-cell-count = 3
min-delay-path-class = in -> out

[clock_network]
postCtsHoldBufs = 0

[floorplan]
core.rowCount = 21
floorplanUtilization_pct = 2.75
core_area_um2 = 3420
die_h_um = 80
fp.dieW_um = 80
design.die.area_um2 = 6400
io_pins = 13

[run]
stage_log_warning_count = 34
maxCapViolCount = 0
==> cells by family (layout without fill, tap and decap cells) <==
family,count (synthesis),in the layout
buf+inv,2,38
latches,1,1
simple gates,7,7
compound gates,4,4
==> path summary, 6_finish.rpt <==
| kind | to | slack, ns |
|---|---|---|
| worst max-delay path | y[1] | -0.02 |
| worst min-delay path | y[0] | 0.67 |
==> layout by cell type, fill, tap and decap left out <==
master / instances
inv_2: 2
buf_2: 2
clkdlybuf4s50_1: 2
buf_8: 1
a21oi_2: 1
nor3_1: 1
dlxtn_1: 1
nor2_1: 2
buf_4: 23
buf_6: 2
nor2_4: 1
nand4b_1: 1
nor2b_1: 1
o41ai_2: 1
clkbuf_2: 6
nor4_4: 1
o31a_1: 1
o21ai_2: 1
==> worst max-delay path, cell delays in order <==
cell      delay, ns
buf_4          0.13
nor2_4         0.10
nor3_1         0.06
o31a_1         0.23
clkbuf_2       0.10
==> routing by layer <==
metal / vias to the layer above / share of wire [%]
li1: 125 / -
met1: 122 / 38
met2: 11 / 51
met3: 2 / 9.6
met4: 0 / 1.7
met5: - / 0
==> power breakdown <==
group,switching [uW],leakage (uW),internal [uW],total [uW]
logic,55.2,0.000213,96.6,152
clock network,0,0,0,0
registers,0.000894,0.00000810,0.558,0.559
==> metrics by stage <==
step                      cell area, um^2  hold slack (ns)  utilization, %  total power, uW  setup TNS, ns
after floorplan                      93.8            0.434               -             14.6              0
after global placement                297             1.35            8.68             82.7          -2.17
after detailed placement              297             1.34            8.68             83.5          -2.18
after CTS                             452            0.839            13.2              133          -1.07
after global routing                  453            0.687            13.3              161         -0.120
final                                 453            0.669            13.3              152        -0.0252
==> cell type report <==
cell class | instances | share of cell area [%]
Timing Repair Buffer | 36 | 59.7
Multi-Input combinational cell | 11 | 22.7
Tap cell | 46 | 12.7
Sequential cell | 1 | 3.31
Inverter | 2 | 1.66
==> repair_timing <==
| item | in CTS | in global routing |
|---|---|---|
| gates resized | 16 | 35 |
| endpoints found under the setup margin | 3 | 3 |
| setup buffers | 21 | 0 |
| gates cloned | 0 | 0 |
| pin swaps | 4 | 6 |
Power is estimated from default activity; no workload was simulated.
